==> ./design.v <==
module counter(	input  	clk,
		input	reset,
		output 	reg	[3:0] count
 	      ) ;
	always @(posedge clk or posedge reset) begin
		if (reset) begin
                    count <= 0 ;
                 end
		else begin
                    count <= count + 1 ;
                end
	end
endmodule
==> ./run.sh <==
#!/bin/bash
# OpenROAD 26Q1-2900-gdf79404cd8, Yosys 0.63+post, stock flow scripts
make -C /OpenROAD-flow-scripts/flow DESIGN_CONFIG=/design/flow/config.mk WORK_HOME=/design/flow/orfs finish
==> ./config.mk <==
export PLATFORM = sky130hd
export DESIGN_NAME = counter
export DESIGN_NICKNAME = counter
export VERILOG_FILES = /design/flow/design.v
export SDC_FILE = /design/flow/constraint.sdc
export NUM_CORES = 4
export LEC_CHECK = 1
export CORE_AREA = 10 10 70 70
export DIE_AREA = 0 0 80 80
==> ./constraint.sdc <==
current_design counter

set clk_period 1.1
set clk_io_pct 0.2

create_clock -name clk0 -period $clk_period [get_ports {clk}]

set non_clock_inputs [all_inputs -no_clocks]
set_input_delay [expr $clk_period * $clk_io_pct] -clock clk0 $non_clock_inputs
set_output_delay [expr $clk_period * $clk_io_pct] -clock clk0 [all_outputs]
==> results_slide.txt <==
Synthesis and Place & Route Summary

Outcome
  – Status: finished clean

Placed design
  – Number of placed cells counting well taps: roughly 63
  – Final GP Congestion: around 0.65
  – Dpl cell area: 265 um^2
  – Placement Setup Slack: -0.0134 ns
  – Port Buffers: 5

Finish
  – Number of flip-flops in the largest register: 4
  – Top Registers: count x4
  – Register Area: 100 um^2
  – Dominant logic cell type in the layout: buf_4
  – Comb gate area: 35.0 um^2
  – Area Growth Syn to Fin: 116%
  – Fin area: 308 um^2
  – Fraction of layout cells with a size suffix above 1: a little over a third
  – Most common logic cells in the final layout: buf_4, dfrtp_1, clkbuf_4
  – Reg with most FFs: count
  – Non-filler cells, final: about 69
  – Fill count: approximately 400

Global route
  – Largest net degree at the start of global routing: 5
  – First-pass GRT wire length: 641 um
  – Total GRT Usage: under 10%
  – Number of global-route vias before repair: approximately 140
  – Global route overflow: 0
  – Initial antenna violation count: 0

Setup path
  – Critical path launch point type: flip-flop
  – CP cell instances: dlygate4sd2_1
  – Top delay family on crit path: flip-flops
  – Crit-path max FO: 2
  – Worst path buffer plus inverter count: 1
  – Slowest cell on crit path: dfrtp_1
  – CP Class: flip-flop to output pin
  – Worst EP required: a little under 0.9 ns
  – Crit path DAT: around 0.84 ns
  – Critical path's largest stage delay: roughly 0.37 ns
  – Setup crit end kind: output pin

Synthesis
  – Seq share, synth: 70.2%
  – Yosys cell count: 10
  – Dominant cell type by area after synthesis: dfrtp_1
  – Top non-seq family: XOR/XNOR gates
  – Basic Gates by Area: approximately 3.5%
  – Yosys synthesis chip area: around 140 um^2
  – Warnings, synthesis: 1
  – FF+latch count, synth: 4
  – Compound-Gate Fraction of Synth Area: 0%
  – Post-Syn Instances: 10
  – Max-area cell share: 70.2%
  – Count of unique library cells instantiated by Yosys: 6
  – Avg Cell Area, Syn: about 14 um^2
  – Cell Area, Synth: about 140 um^2
  – Xor+xnor area frac: 12.3%
  – Synth Area in Adders: between 8 and 9%
  – Main area contributors: dfrtp_1, ha_1, xnor2_1
  – Synth mux share: 0%

Floorplanning
  – Die extent in x: 80 um
  – Core area: ~3400 um^2
  – Initial Utilization: 4.18%
  – Die Size: 6400 um^2
  – # rows: 21
  – Boundary pin count: 6
  – Die height: around 80 um

STA
  – Final setup fails: 0
  – Relative slew slack: 90.4%
  – Setup_tns: 0 ns
  – Worst Skew: ~0.0020 ns
  – Final Hold Viols: 0
  – Tightest Pin Transition: ~0.14 ns
  – Fin crit share: between 90% and 100%
  – Final hold slack: approximately 0.17 ns
  – Period minus WS final: approximately 1.1 ns
  – RSZ-0062 raised after global routing: no
  – Fin. max-slew vios: 0
  – Fmax: approximately 950 MHz
  – Setup ws final: about 0.043 ns

Power and ir drop
  – Static Leakage: ~0.16 nW
  – Peak supply drop: around 150 uV
  – Cell Pwr Density: between 1000 and 1500 nW/um^2

Route
  – Vias: ~120
  – Via density: roughly 1.7
  – Residual DRC count: 0
  – Iteration tally of the first detailed-router pass: 2
  – Final wirelength: approximately 420 um
  – Final ANT Viol Nets: 0
  – N_diodes: 0
  – Initial DRC count: 6
  – Routed WL per cell: between 6 and 7 um

Flow run
  – OpenROAD warnings: 25
  – Max_cap viols: 0

Clock tree
  – Root buffer cell: clkbuf_4
  – CTS buffer count: 3
  – Hold Buf Count CTS: 0
  – H-tree depth: 1
  – Clock transition at path regs: roughly 0.04 ns
  – Clk latency late pin: 0.23 ns
  – Clk buf depth: 2
  – Num Clock Sinks: 4
  – TritonCTS clock tree: done

Min path
  – Hold Path Class: input port to async pin
metrics by stage:
step                      util, %  total power, mW
after detailed placement     7.77            0.156
after floorplan                 -            0.152
after CTS                    8.79            0.345
after global routing         9.01            0.357
final                        9.01            0.334
after global placement       7.77            0.156
metal layers:
metal / wire (um) / share of wire, % / track usage [%]
met3: 137 / 33 / 2.95
met5: 0 / 0 / 0
met2: 108 / 26 / 1.04
met4: 0 / 0 / 0.704
met1: 175 / 42 / 1.34
area by class of cell:
type | count | area share [%]
inverters | 2 | 2.44
repair buffers | 10 | 27.6
clock buffers | 3 | 7.32
multi-input cells | 4 | 11.4
well taps | 46 | 18.7
flip-flops and latches | 4 | 32.5
synthesized netlist by cell type:
| cell | number |
|---|---|
| xor2_1 | 1 |
| xnor2_1 | 1 |
| inv_1 | 2 |
| nand3_1 | 1 |
| dfrtp_1 | 4 |
| ha_1 | 1 |
cells by family (layout without fill, tap and decap cells):
group,count (synthesis),in the layout
xor+xnor,2,2
fa+ha+maj,1,1
buf+inv,2,15
flops,4,4
simple gates,1,1
report_power, final:
part	switching (mW)	internal, mW	total, mW	leakage, nW
logic	0.00294	0.00333	0.00627	0.0861
registers	0	0.148	0.148	0.0566
clock network	0.0583	0.122	0.180	0.0138
timing repair:
action | CTS | global route
gates resized | 6 | 0
setup buffers | 2 | 1
setup endpoints to repair | 4 | 1
final timing paths:
path                                         start  slack, ns  cells after the start                  to
worst max-delay path            count[2]$_DFF_PP0_       0.04                      1            count[2]
worst min-delay path                         reset       0.17                      2  count[3]$_DFF_PP0_
worst max register to register  count[0]$_DFF_PP0_       0.12                      3  count[2]$_DFF_PP0_
worst min register to register  count[0]$_DFF_PP0_       0.54                      2  count[0]$_DFF_PP0_
max in group asynchronous                    reset       0.78                      2  count[0]$_DFF_PP0_
min in group clk0               count[0]$_DFF_PP0_       0.54                      2  count[0]$_DFF_PP0_
Power figures rest on the tool's default switching activity, not on a simulated workload.
