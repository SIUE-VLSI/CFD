==> design/flow/design.v <==
module accumulator #(parameter width = 32) 
	(input    clk,
     	 input    ena,
         input    reset,
         input	  signed [width - 1 : 0] acc_in,
   	 output   reg signed [width - 1 : 0] acc_out
	) ;
   always @(posedge clk) begin
      if (reset)  acc_out <= 0 ;
      else if (ena) acc_out <= acc_in ;
   end
endmodule
module  adder  #(parameter width = 32)  
		( input   signed [width-1 : 0] a ,
		  input   signed [width-1 : 0] b , 
		  output  signed [width-1 : 0] sum
		) ;
    assign   sum = a + b ;
endmodule
module mac_demo(input    clk, 
           input    reset, 
           input    ena,
   	   input    signed [16-1 : 0] k,
           input    signed [16-1 : 0] x,   
           output   signed [2 * 16 - 1 : 0] acc_out
          ) ;
           wire     signed [2 * 16 - 1 : 0] p ;
           wire     signed [2 * 16 - 1 : 0] acc_in ;
   multiplier  #(.width(16)) mult_0(.multiplicand(k),
                                          .multiplier(x),
                       			  .product(p)
                			  ) ;
   adder     #(.width(2*16)) add_0(.a(p),
                			 .b(acc_out),
                			 .sum(acc_in)
               				) ;
   accumulator  #(.width(2*16))  acc_0(.clk(clk),
                   			     .reset(reset),
                   			     .ena(ena),
                   			     .acc_in(acc_in),
                   			     .acc_out(acc_out)
                   			) ;
endmodule
module multiplier  #(parameter width = 16)
   ( input    signed  [width-1 : 0] multiplicand,
     input    signed  [width-1 : 0] multiplier,   
     output   signed  [2 * width - 1 : 0] product
   ) ;
   assign  product = multiplicand * multiplier ;
endmodule
==> design/flow/run.sh <==
#!/bin/bash
# OpenROAD 26Q1-2900-gdf79404cd8, Yosys 0.63+post, stock flow scripts
make -C /OpenROAD-flow-scripts/flow DESIGN_CONFIG=/design/flow/config.mk WORK_HOME=/design/flow/orfs finish
==> design/flow/config.mk <==
export PLATFORM = sky130hd
export DESIGN_NAME = mac_demo
export DESIGN_NICKNAME = mac_demo
export VERILOG_FILES = /design/flow/design.v
export SDC_FILE = /design/flow/constraint.sdc
export NUM_CORES = 4
export LEC_CHECK = 1
export CORE_UTILIZATION = 40
==> design/flow/constraint.sdc <==
current_design mac_demo

set clk_period 14.2
set clk_io_pct 0.2

create_clock -name clk0 -period $clk_period [get_ports {clk}]

set non_clock_inputs [all_inputs -no_clocks]
set_input_delay [expr $clk_period * $clk_io_pct] -clock clk0 $non_clock_inputs
set_output_delay [expr $clk_period * $clk_io_pct] -clock clk0 [all_outputs]
==> flow_summary.toml <==
# synthesis and place-and-route metrics
[outcome]
status = "complete, no violations"

[yosys]
compound_area_share_pct = 6.43
yosys.area_share.xor_xnor_pct = 2.33
synth_warnings = 1
ys.flops = 32
top_area_share_pct = 48.6
mux_area_share_pct = 0.759
ys_top_cells_by_area = "fa_1 49%, inv_1 11%, ha_1 10%"
ys_sh_adder_pct = 58.8
synthesis.area_um2 = 12000
yosys.area_share.simple_pct = 14.5
edf_count = 0
logic_family = "adder cells"
ys_area_um2 = 12000
avgSynthCellArea_um2 = 9.22
async_flop_share_pct = 0
synthFlopType = "dfxtp_1"
ys_seq_share_pct = 5.32
synthCells = 1305
top_area_cell = "fa_1"
synth_cell_type_count = 59
ys_cells = 1305

[critical_path]
crit_path_cell_trace = "clkdlybuf4s50_1 > and2_1 > fa_1 > inv_1 > fa_1 > inv_1 > fa_1 > fa_1 > fa_1 > inv_1 > fa_1 > inv_1 > ha_1 > a21o_1 > a21oi_1 > o21bai_1 > a41o_1 > nand4_1 > a21oi_1 > or3_1 > a311oi_1"
slowest_stage = "clkdlybuf4s50_1"
cpPeakStageDelay_ns = 0.80
reg2reg_slack_ns = 8.73
worstSetupStartpointType = "primary input"
end_kind = "flip-flop"
critPathMaxFanout = 16
worst_path_most_repeated_cell = "fa_1"
cp.required_ns = 14.39
critical_path_arrival_ns = 9.58
crit_type = "in2reg"

[floorplan]
die_y_um = 175
core_um2 = 29600
die_width_um = 175
rows = 63
fp_util_pct = 40.6
io_pins = 67
chip_area_um2 = 30800

[clock_tree]
clock_sinks = 32
ctsRootBufferMaster = "clkbuf_16"
cts_max_level = 2
cts_setup_buffers = 0
clk_latency_ns = 0.28
cts_hold_buffers = 0
cts-resized-gates = 0
cts-buffers-inserted = 5
clk_pin_slew_ns = 0.06
cts.path.max_buffers = 2
cts_tree = "yes"

[final_layout]
largest_register = "acc_0.acc_out"
drive_gt1_share_pct = 2.37
top_regs = "acc_0.acc_out x32"
largest_reg_flops = 32
mostFrequentLayoutCell = "inv_1"
fillers = 2848
mostFrequentLayoutCells = "341 x inv_1, 292 x fa_1, 145 x nand2_1"
syn_to_final_growth_pct = 10.3

[place]
hpwl_um = 22900
post-place-ws_ns = 4.55
port_buffers = 66
gp_congestion = 0.891

[routing]
via_per_inst = 4.88
ant_nets = 0
drc_errors = 0
drt-total-wl_um = 26300
wire_per_inst_um = 15.2
firstDrtPassIters = 4
num_vias = 8476
antenna_cells = 0
drtIter0Drc = 222

[sta]
setup_violations = 0
finalClockPeriodUsage_pct = 66.2
drv_slew = 0
final-hold-violation-count = 0
clock.fmax_mhz = 106
tightest_slew_ns = 0.758
final.setup_skew_ns = 0.00923
min_period_ns = 9.39
setup-tns-final_ns = 0
maxSlewHeadroom_pct = 49.3
setup_ws_ns = 4.81
rsz0062_at_grt = "false"

[grt]
grt_max_degree = 35
grt_use_met3_pct = 3.69
grt_pass1_vias = 8998
use_met2_pct = 33.2
grt_pass1_wl_um = 45400
grt_usage_pct = 19.8
met1_usage_pct = 28.9
antenna_found_initial = 0
gr-total-overflow = 0
busiest_layer = "met2"

[hold_path]
hp-class = "reg2reg"

[run]
warnings = 25
drv_cap = 0
[cell families after synthesis]
group                    count (synthesis)
adder cells (fa/ha/maj)                390
buffers and inverters                  383
AND/OR/NAND/NOR                        352
AND-OR/OR-AND                          107
XOR/XNOR                                32
flip-flops                              32
multiplexers                             9
[worst paths after layout]
path,depth (start not counted),from,to
worst max-delay path,21,x[3],acc_0.acc_out[31]
worst min-delay path,2,acc_0.acc_out[15],acc_0.acc_out[15]
worst max register to register,18,acc_0.acc_out[15],acc_0.acc_out[28]
worst min register to register,2,acc_0.acc_out[15],acc_0.acc_out[15]
[worst max-delay path: cells and delay by family]
kind	cells	cell delay (ns)
AND-OR/OR-AND	6	1.05
buffers and inverters	5	1.28
AND/OR/NAND/NOR	3	0.80
adder cells (fa/ha/maj)	7	3.61
[per-layer routing]
layer  vias up  wire (um)  part of all wire, %
li1       3941          -                    -
met1      4322      10800                   41
met2       183      13900                   53
met3        30       1180                  4.5
met4         0        467                  1.8
met5         -          0                    0
[Yosys cell counts (12+ instances only)]
cell,count
fa_1,292
inv_1,341
and2_1,122
nor2_1,46
o21ai_0,15
ha_1,98
a21oi_1,27
xor2_1,12
nand2_1,145
clkbuf_1,39
dfxtp_1,32
xnor2_1,20
[layout make-up]
cell class	instances	area, um^2	area share, %
inverter	341	1280	9.64
clock inverter	2	35.0	0.264
tap	390	488	3.68
multi-input combinational	890	9960	75.0
sequential	32	641	4.83
timing repair buffer	77	743	5.60
clock buffer	6	129	0.971
[per-stage QoR]
step           hold slack [ns]  area (um^2)  std cells  util (%)
2_1_floorplan            0.432        12000       1305         -
3_3_place_gp             0.471        13100       1730      44.2
3_5_place_dp             0.475        13100       1730      44.2
4_1_cts                  0.486        13300       1738      44.8
5_1_grt                  0.508        13300       1738      44.8
6_report                 0.484        13300       1738      44.8
